==> /design/flow/design.v <==
module adder_18 (
    input [5:0] alufn,
    input [7:0] op1,
    input [7:0] op2,
    output reg [7:0] out,
    output reg zOut,
    output reg vOut,
    output reg nOut
  );
  reg zComp;
  reg [7:0] result;
  integer i;
  reg [3:0] shift;
  reg [3:0] amant;
  reg [3:0] bmant;
  reg [3:0] aexp;
  reg [3:0] bexp;
  reg [4:0] fresult;
  reg [7:0] o1;
  reg [7:0] o2;
  reg [7:0] fmulres;
  reg [3:0] fmulexp;
  reg [3:0] fmulshift;
  always @* begin
    zOut = 1'h0;
    vOut = 1'h0;
    nOut = 1'h0;
    out = 8'h00;
    case (alufn)
      6'h00: begin
        result = op1 + op2;
        out = result;
        nOut = result[7+0-:1];
        vOut = (op1[7+0-:1] & op2[7+0-:1] & ~result[7+0-:1]) | (~op1[7+0-:1] & ~op2[7+0-:1] & result[7+0-:1]);
        zComp = result[0+0-:1];
        for (i = 1'h1; i < 4'h8; i = i + 1) begin
          zComp = (zComp | result[(i)*1+0-:1]);
        end
        zOut = ~zComp;
      end
      6'h01: begin
        o2 = -op2;
        result = op1 + o2;
        out = result;
        nOut = result[7+0-:1];
        vOut = (op1[7+0-:1] & o2[7+0-:1] & ~result[7+0-:1]) | (~op1[7+0-:1] & ~o2[7+0-:1] & result[7+0-:1]);
        zComp = result[0+0-:1];
        for (i = 1'h1; i < 4'h8; i = i + 1) begin
          zComp = (zComp | result[(i)*1+0-:1]);
        end
        zOut = ~zComp;
      end
      6'h02: begin
        out = op1 * op2;
      end
      6'h04: begin
        out = -op1;
      end
      6'h05: begin
        out = (-op1 & {4'h8{op1[7+0-:1]}}) | (op1 & {4'h8{~op1[7+0-:1]}});
      end
    endcase
  end
endmodule
module alu_15 (
    input [5:0] alufn,
    input [7:0] op1,
    input [7:0] op2,
    output reg [7:0] r_op1,
    output reg [7:0] r_op2,
    output reg [7:0] out
  );
  wire [8-1:0] M_adder_out;
  wire [1-1:0] M_adder_zOut;
  wire [1-1:0] M_adder_vOut;
  wire [1-1:0] M_adder_nOut;
  adder_18 adder (
    .op1(op1),
    .op2(op2),
    .alufn(alufn),
    .out(M_adder_out),
    .zOut(M_adder_zOut),
    .vOut(M_adder_vOut),
    .nOut(M_adder_nOut)
  );
  wire [8-1:0] M_boolean_out;
  boolean_19 boolean (
    .op1(op1),
    .op2(op2),
    .alufn(alufn),
    .out(M_boolean_out)
  );
  wire [8-1:0] M_shifter_out;
  shifter_20 shifter (
    .alufn(alufn),
    .op1(op1),
    .op2(op2[0+4-:5]),
    .out(M_shifter_out)
  );
  wire [8-1:0] M_compare_out;
  reg [1-1:0] M_compare_z;
  reg [1-1:0] M_compare_v;
  reg [1-1:0] M_compare_n;
  compare_21 compare (
    .alufn(alufn),
    .z(M_compare_z),
    .v(M_compare_v),
    .n(M_compare_n),
    .out(M_compare_out)
  );
  always @* begin
    out = 8'bxxxxxxxx;
    r_op1 = op1;
    r_op2 = op2;
    M_compare_z = M_adder_zOut;
    M_compare_n = M_adder_nOut;
    M_compare_v = M_adder_vOut;
    case (alufn[4+1-:2])
      2'h0: begin
        out = M_adder_out;
      end
      2'h1: begin
        out = M_boolean_out;
      end
      2'h2: begin
        out = M_shifter_out;
      end
      2'h3: begin
        out = M_compare_out;
      end
    endcase
  end
endmodule
module boolean_19 (
    input [7:0] op1,
    input [7:0] op2,
    input [5:0] alufn,
    output reg [7:0] out
  );
  always @* begin
    out = 8'bxxxxxxxx;
    case (alufn)
      6'h18: begin
        out = op1 & op2;
      end
      6'h1e: begin
        out = op1 | op2;
      end
      6'h16: begin
        out = op1 ^ op2;
      end
      6'h11: begin
        out = ~op1;
      end
      6'h1a: begin
        out = op1;
      end
    endcase
  end
endmodule
module compare_21 (
    input [5:0] alufn,
    input z,
    input v,
    input n,
    output reg [7:0] out
  );
  always @* begin
    out = 8'h00;
    case (alufn)
      6'h33: begin
        out[0+0-:1] = z;
      end
      6'h35: begin
        out = n ^ v;
      end
      6'h37: begin
        out = z | (n ^ v);
      end
    endcase
  end
endmodule
module shifter_20 (
    input [5:0] alufn,
    input [7:0] op1,
    input [4:0] op2,
    output reg [7:0] out
  );
  always @* begin
    out = 8'bxxxxxxxx;
    case (alufn)
      6'h20: begin
        out = op1 << op2;
      end
      6'h21: begin
        out = op1 >> op2;
      end
      6'h23: begin
        out = $signed(op1) >>> op2;
      end
      6'h24: begin
        out[1+6-:7] = op1[0+6-:7];
        out[0+0-:1] = op1[7+0-:1];
      end
    endcase
  end
endmodule
==> /design/flow/run.sh <==
#!/bin/bash
# OpenROAD 26Q1-2900-gdf79404cd8, Yosys 0.63+post, stock flow scripts
make -C /OpenROAD-flow-scripts/flow DESIGN_CONFIG=/design/flow/config.mk WORK_HOME=/design/flow/orfs finish
==> /design/flow/config.mk <==
export PLATFORM = sky130hd
export DESIGN_NAME = alu_15
export DESIGN_NICKNAME = alu_15
export VERILOG_FILES = /design/flow/design.v
export SDC_FILE = /design/flow/constraint.sdc
export NUM_CORES = 4
export LEC_CHECK = 1
export CORE_UTILIZATION = 30
==> /design/flow/constraint.sdc <==
current_design alu_15

set clk_period 8.9
set clk_io_pct 0.2

create_clock -name clk0 -period $clk_period

set non_clock_inputs [all_inputs -no_clocks]
set_input_delay [expr $clk_period * $clk_io_pct] -clock clk0 $non_clock_inputs
set_output_delay [expr $clk_period * $clk_io_pct] -clock clk0 [all_outputs]
==> summary.txt <==
Flow results are below.

- The routed design has 14,000 um of wire.
- STA classifies the critical path startpoint as a primary input.
- For this run, the chip area from Yosys synthesis comes to 3720 um2.
- 0 antenna diodes ended up in the layout.
- The pre-placement core utilization is 0.308, for reference.
- After routing, the total negative slack on setup checks comes to 0 ns.
- The worst path needs 8.29 ns of the cycle, external delays included.
- The remaining antenna violation count after routing is 0, for reference.
- Headroom to the max-slew limit came out at 0.478.
- According to the floorplan log, the row count is 40.
- The total number of sequential cells is 0, for reference.
- The violation count after the first detailed-route iteration is 427, for reference.
- The initial antenna violation count is 0, for reference.
- In this run the static leakage power is 1.75 nW.
- Before antenna repair, the detailed router went through 5 iterations.
- STA classifies the critical path endpoint as an output pin.
- STA puts the critical path data arrival time at 6.51 ns.
- The post-CTS resize count is 0, for reference.
- Along the worst path, the maximum fanout reaches 7.
- The number of logged tool warnings is 42, for reference.
- In the final report, the number of hold violations comes to 0.
- According to the floorplan report, the die height is 113 um.
- Setup repair after global routing left no endpoint under its margin.
- The worst-case vdd ir drop is 0.0000518 V, for reference.
- In this run the mean area of a mapped cell was 6.99 um2.
- The critical path contains buffers and inverters numbering 6 combined.
- During synthesis, Yosys emitted a total of 5 warnings.
- The peak per-stage delay on the critical path is 0.63 ns, for reference.
- The global-route wire length before repair is 22,000 um, for reference.
- The clock buffer instance count of the final layout is 0, for reference.
- The total overflow left after global routing is 0.
- In the finished design, the share of the clock period the worst path needs comes to 0.931.
- The number of hold buffers added after cts is 0, for reference.
- The tally of buffers added on design ports is 46, for reference.
- According to the floorplan report, the die width is 113 um.
- The worst setup path is of the in2out kind.
- The area of the die is 12,800 um2, for reference.
- The synth_stat.txt file lists the number of cells as 532.
- The sequential cell area fraction in the yosys report is 0, for reference.
- The share of final-layout standard cells stronger than drive strength 1 is 0.0713, for reference.
- In this run the count of I/O pins placed on the die edge is 46.
- Per the run report, area growth between synthesis and finish was 14.1%.
- The total count of max-transition violations in the final report is 0, for reference.
- The multi-input combinational cells in the finished layout cover a total of 3270 um2.
- In the Yosys stats the netlist draws on 78 distinct library cells.
- In the global route stage, overall resource usage came out at 0.227.
- The cell area after synthesis is 3720 um2, for reference.
- The area taken by flip-flops and latches is 0 um2, for reference.
- The finished layout holds 715 standard cells, fillers aside.
- The routability congestion estimate from global placement is 1.03, for reference.
- Looking at the max-slew report, the worst-margin pin has a slew of 0.780 ns.
- The slowest stage of the critical path is the sky130_fd_sc_hd__clkdlybuf4s50_1 cell.
- Per the placement report, the placed cell count is 715.
- The setup-violating endpoint count in the final report is 0, for reference.
- Per the detail_route report, DRC violations left total 0.
- The script logs the ratio of routed vias to standard cells as 5.75.
- The data required time reported for the critical path is 7.12 ns.
- The final route contains 4,108 vias.
- The synthesized instance count is 532.
- The worst hold path class is in2out, for reference.
- For this sky-water flow run, the detailed-routed wirelength per cell is reported as 19.5 um.
- Grouping stages by cell kind, the critical path spends the most delay in adder cells.
- Per the run summary, max-cap violations total 0.
- Note, the detailed placer reported a final HPWL of 11,000 um.
- The total power per unit cell area is 63.0 nW/um2, for reference.
- The report lists the cells along the critical path as clkdlybuf4s50_1, ha_1, fa_1, inv_1, fa_1, inv_1, ha_1, inv_1, fa_1, inv_1, ha_1, a21o_1, a21oi_1, xnor3_1, xnor3_1, nand2_1, o2111ai_1, clkdlybuf4s50_1.
- The buffer count from post-CTS setup fixing is 0, for reference.
- The dominant cell type by count on the critical path is sky130_fd_sc_hd__inv_1, for reference.
- The flow ran to the end, and the final reports show no timing, DRC or antenna violations.
- Entering global routing, the biggest net connects 25 pins.
- The maximum frequency from static timing analysis is 0.121 GHz, for reference.
- The via count of the first global-routing pass is 3,953, for reference.
- The core region is 12,100 um2.
- Counting the fill cells in the layout gives 1,282.
## final timing paths
kind,startpoint,endpoint,slack [ns],cells after the start
worst max-delay path,op1[2],out[7],0.61,18
worst min-delay path,op2[2],r_op2[2],4.57,2
## cell usage after synthesis, drive strengths merged (6+ instances only)
| cell | count | area [um2] |
|---|---|---|
| xnor2 | 25 | 219 |
| a31oi | 6 | 37.5 |
| and3 | 6 | 42.5 |
| a211oi | 11 | 82.6 |
| o21ai | 28 | 140 |
| o211ai | 6 | 45.0 |
| buf | 35 | 226 |
| fa | 14 | 280 |
| nand2b | 10 | 70.1 |
| clkbuf | 13 | 48.8 |
| ha | 43 | 538 |
| mux2i | 6 | 60.1 |
| a21oi | 37 | 189 |
| nor3 | 12 | 65.1 |
| or3 | 7 | 43.8 |
| nor3b | 7 | 52.6 |
| nand3 | 9 | 45.0 |
| inv | 42 | 158 |
| nor2 | 52 | 200 |
| nand2 | 47 | 176 |
| a21o | 8 | 60.1 |
| nand4 | 8 | 50.1 |
| xor2 | 6 | 52.6 |
| or2 | 6 | 37.5 |
## metrics by stage
stage	utilization	hold slack (ns)	setup WS [ns]	total power (W)	cell area, um2
6_report	0.352	4.57	0.612	0.000267	4240
3_3_place_gp	0.352	4.56	0.634	0.000264	4240
4_1_cts	0.352	4.57	0.577	0.000266	4240
3_5_place_dp	0.352	4.56	0.588	0.000264	4240
5_1_grt	0.352	4.61	0.361	0.000294	4240
2_1_floorplan	-	3.63	1.69	0.000181	3720
## layout by cell type, fill, tap and decap left out, drive strengths merged, types with 4 or more instances in the layout
cell / instances
nor2: 52
nand2: 47
clkdlybuf4s50: 46
ha: 43
inv: 42
a21oi: 37
o21ai: 28
xnor2: 25
buf: 17
fa: 14
nor3: 12
a211oi: 11
nand2b: 10
nand3: 9
a21o: 8
nand4: 8
or3: 7
nor3b: 7
mux2i: 6
xor2: 6
a31oi: 6
o211ai: 6
and3: 6
or2: 6
o221ai: 5
a22oi: 5
and2: 5
nor4: 5
a221oi: 5
nor2b: 4
## report_power, final
| part | switching, W | total, W | leakage, nW | internal [W] |
|---|---|---|---|---|
| registers | 0 | 0 | 0 | 0 |
| clock network | 0 | 0 | 0 | 0 |
| logic | 0.000150 | 0.000267 | 1.75 | 0.000117 |
## per-layer routing
layer | global-route usage | vias up | wire (um) | part of all wire
met5 | 0.0275 | - | 42 | 0.0030
li1 | - | 1933 | - | -
met4 | 0.0667 | 2 | 499 | 0.036
met2 | 0.348 | 226 | 5990 | 0.43
met3 | 0.0366 | 42 | 1250 | 0.090
met1 | 0.327 | 1905 | 6170 | 0.44
## layout make-up
cell class                 count  share of cell area
timing repair buffer          63               0.139
multi-input combinational    439               0.772
inverter                      45              0.0398
tap                          168              0.0496
## logic make-up (layout without fill, tap and decap cells)
family / after synthesis / after routing / synth area share
compound gates: 148 / 148 / 0.271
xor+xnor: 33 / 33 / 0.0852
fa+ha+maj: 57 / 57 / 0.220
buf+inv: 93 / 108 / 0.119
mux: 9 / 9 / 0.0313
simple gates: 192 / 192 / 0.273
Power is estimated from default activity; no workload was simulated.
